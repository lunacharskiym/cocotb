<file path="design/flow/design.v">
module array16(a,b,c);
    input [15:0]a,b;
    output [31:0]c;
    wire [15:0]q0,q1,q2,q3,q4,temp1;
    wire [31:0]c;
    wire [23:0]q5,q6,temp2,temp3,temp4;
    array8 z1(a[7:0],b[7:0],q0[15:0]);
    array8 z2(a[15:8],b[7:0],q1[15:0]);
    array8 z3(a[7:0],b[15:8],q2[15:0]);
    array8 z4(a[15:8],b[15:8],q3[15:0]);
    assign temp1 ={8'b0,q0[15:8]};
    assign q4 = q1[15:0]+temp1;
    assign temp2 ={8'b0,q2[15:0]};
    assign temp3 ={q3[15:0],8'b0};
    assign q5 = temp2+temp3;
    assign temp4={8'b0,q4[15:0]};
    assign q6 = temp4 + q5;
    assign c[7:0]=q0[7:0];
    assign c[31:8]=q6[23:1];
endmodule
module array2(a, b, c);
    input [1:0]a, b;
    output [3:0]c;
    wire [3:0]c, temp;
    assign c[0]=a[0]&b[0];
    assign temp[0]=a[1]&b[0];
    assign temp[1]=a[0]&b[1];
    assign temp[2]=a[1]&b[1];
    ha z1(temp[0],temp[1],c[1],temp[3]);
    ha z2(temp[2],temp[3],c[2],c[3]);
endmodule
module array4(a,b,c);
    input [3:0]a, b;
    output [7:0]c;
    wire [3:0]q0,q1,q2,q3,q4,temp1;
    wire [7:0]c;
    wire [5:0]q5,q6,temp2,temp3,temp4;
    array2 z1(a[1:0],b[1:0],q0[3:0]);
    array2 z2(a[3:2],b[1:0],q1[3:0]);
    array2 z3(a[1:0],b[3:2],q2[3:0]);
    array2 z4(a[3:2],b[3:2],q3[3:0]);
    assign temp1 ={2'b0,q0[3:2]};
    assign q4 = q1[3:0]+temp1;
    assign temp2 ={2'b0,q2[3:0]};
    assign temp3 ={q3[3:0],2'b0};
    assign q5 = temp2+temp3;
    assign temp4={2'b0,q4[3:0]};
    assign q6 = temp4+q5;
    assign c[1:0]=q0[1:0];
    assign c[7:2]=q6[5:0];
endmodule
module array8(a,b,c);
    input [7:0]a,b;
    output [15:0]c;
    wire [15:0]q0,q1,q2,q3,c;
    wire [7:0]q4,temp1;
    wire [11:0]q5,q6,temp2temp3,temp4;
    array4 z1(a[3:0],b[3:0],q0[7:0]);
    array4 z2(a[7:4],b[3:0],q1[7:0]);
    array4 z3(a[3:0],b[7:4],q2[7:0]);
    array4 z4(a[7:4],b[7:4],q3[7:0]);
    assign temp1 ={4'b0,q0[7:4]};
    assign q4 = q1[7:0]+temp1;
    assign temp2 ={4'b0,q2[7:0]};
    assign temp3 ={q3[7:0],4'b0};
    assign q5 = temp2+temp3;
    assign temp4={4'b0,q4[7:0]};
    assign q6 = temp4+q5;
    assign c[3:0]=q0[3:0];
    assign c[15:4]=q6[11:0];
endmodule
module ha(a,b,s,c);
    input a,b;
    output s,c;
    assign s = a^b;
    assign c = a&b;
endmodule
</file>
<file path="design/flow/run.sh">
#!/bin/bash
# OpenROAD 26Q1-2900-gdf79404cd8, Yosys 0.63+post, stock flow scripts
make -C /OpenROAD-flow-scripts/flow DESIGN_CONFIG=/design/flow/config.mk WORK_HOME=/design/flow/orfs finish
</file>
<file path="design/flow/config.mk">
export PLATFORM = sky130hd
export DESIGN_NAME = array16
export DESIGN_NICKNAME = array16
export VERILOG_FILES = /design/flow/design.v
export SDC_FILE = /design/flow/constraint.sdc
export NUM_CORES = 4
export LEC_CHECK = 1
export CORE_UTILIZATION = 30
</file>
<file path="design/flow/constraint.sdc">
current_design array16

set clk_period 14.6
set clk_io_pct 0.2

create_clock -name clk0 -period $clk_period

set non_clock_inputs [all_inputs -no_clocks]
set_input_delay [expr $clk_period * $clk_io_pct] -clock clk0 $non_clock_inputs
set_output_delay [expr $clk_period * $clk_io_pct] -clock clk0 [all_outputs]
</file>
==> notes.md <==
The following summarizes the physical implementation.

Min path
The endpoint of the worst hold path is reported as c[1]. The type of the most critical hold path is primary input to output port. The start point of the worst hold path is b[1]. The count of cells along the worst hold path is 4.

Floorplanning
In the floorplan report the effective utilization is 31.06%. The number of core rows is about 53. According to the floorplan report, the total die area is 22640 um^2.

The overall die height is 150.5 um. Per the OpenROAD floorplan log, the area of the core is 21290 um^2. The horizontal die dimension reported for this design is ~150 um. The boundary pin count is 64.

STA
The time the final worst path needs with I/O delays and setup is 14.15 ns. The worst-margin pin slew is around 0.57 ns. The final worst slack is 0.4542 ns. The final layout reports a setup TNS of 0 ns.

Per the final timing report, the hold violations number 0. The worst pin sits at a relative slew slack of 61.91%. The final critical-path share of the clock period is 96.89%. The hold slack is slightly below 7 ns. The max-slew violation count is 0. The final-report setup violation count is 0.

The achievable frequency is 70.69 MHz.

Routing
The routed design shows a via density per instance of 4.555. The residual antenna-violating net count after detailed routing is 0. For this block, the initial DRC count from the detailed router was 83. The first-pass detailed-route iteration total is 4.

The routed layout reports a DRC error count of 0. The routed layout has 5175 vias. The routed design has 13440 um of wire.

The met3 wirelength from detailed routing is 259 um. The highest metal layer with signal wires is met4. The routed design shows a wire length per standard cell of 11.83 um. The repair_antennas step left the layout with diodes totalling 0. The routed wire length on met2 is around 6300 um. For this block, wires on met1 add up to 6824 um.

Critical path
STA classifies the critical path startpoint as a primary input. In this run the worst path has a maximum fanout of 3. The critical path class is primary input to output port. Among all stages on the critical path, the maximum delay recorded is 0.53 ns. The critical path's slowest cell is fa_1. The arrival time at the worst endpoint is 11.23 ns.

The type of element capturing the critical path is an output port. For the worst setup path, the data required time is 11.68 ns.

Synthesis
Yosys printed 2 warnings. The synthesized instance count is 787. For reference, the top cells by area after synthesis are ha_1 34%, fa_1 13%, and2_1 12%. The library cell occupying the most area in the post-synthesis netlist is ha_1. The Yosys chip area is 6613 um^2. In this run the cell area of the synthesized design comes to 6613 um^2. After synthesis, the netlist uses 55 different library cells. The post-synthesis cell count from yosys is 787. In this run the biggest area consumer among cell types represents 33.87% of the synthesized area. Dividing the synthesized area by the synthesized cell count gives approximately 8.4 um^2.

The register area share after synthesis is 0%.

Place
The placement-stage worst setup slack is 0.03893 ns. Summing all placed instances gives a cell area of roughly 7700 um^2. The cell count after placement is 1135. The sum of net half-perimeters after detailed placement is 11770 um. Input and output buffers added on the ports amount to 54. The placer's final routability congestion estimate is 0.8301.

Pwr
For this design the static power due to leakage is 4.116 nW. The total power density per cell area is 139.5 nW/um^2. The total power is 1.088 mW. The worst voltage drop across the vdd grid is 0.1028 mV.

Layout
The library cell used most frequently in the layout, excluding fill and tap cells, is ha_1. The area growth from synthesis to layout is 17.90%. Counting the fill cells in the layout gives 2138. There are 0 flip-flops and latches. After routing the design area is ~7800 um^2. The fraction of final layout cells with drive strength greater than 1 is 7.433%. The post-route non-filler standard cell count is around 1.1k.

The count of clock-net buffers in the final layout is 0. By instance count after routing, the leading logic cell types are 175 x ha_1, 123 x and2_1, 102 x inv_1. The core utilization of the finished layout is around 37%. Per the layout area report, the combinational gate area comes to 6305 um^2. The area taken by flip-flops and latches is 0 um^2.

Run
The run reported a max-capacitance violation count of 0. The logs give a warning total of 38.

Global route
The maximum number of pins on one net before global-route repair is 17. The initial antenna violation count is 0. The via count of the first global-routing pass was slightly below 5k. The leftover overflow at the end of global routing is 0. Total global-route track usage over all layers is 12.61%.

The first-pass GRT wire length is 22580 um.

Outcome
The run finished with clean final reports.
[report_power, final]
part | leakage (nW) | internal, mW | switching [mW]
sequential | 0 | 0 | 0
clock | 0 | 0 | 0
combinational | 4.12 | 0.610 | 0.478
[cell usage after synthesis, types with 2 or more instances]
cell type and n:
a211o_1 2, buf_4 5, o21ai_1 3, a211oi_1 7, o21a_1 3, nand2_1 27, xnor2_1 68, a21o_1 28
o211ai_1 2, xor2_1 35, ha_1 179, a21oi_1 44, o21ai_0 8, and2_1 123, nand2b_1 2, xnor2_2 3
and3_1 5, nor4_1 2, fa_1 43, nand4_1 2, nor3_1 6, a31oi_1 2, nor2b_1 9, nor3b_1 2
o21bai_1 4, nand3_1 11, inv_1 102, nand4b_1 2, nor2_1 25, clkbuf_1 8
[routing by layer]
layer / GRT usage, % / vias up
met2: 21.61 / 47
met5: 0 / -
met1: 18.94 / 2348
met4: 0.1515 / 0
li1: - / 2778
met3: 0.1546 / 2
[worst max-delay path by stage]
stage,end,startpoint,slack (ns),cells past startpoint
finish,c[26],b[0],0.45,38
global route,c[26],b[0],-0.04,40
CTS,c[26],b[1],0.03,41
[repair_timing]
action                                  4_1_cts  5_1_grt
hold endpoints to repair                      0        0
resized                                       1       25
hold buffers                                  0        0
pin swaps                                     0       10
buffers inserted                              0        1
endpoints found under the setup margin        1       11
[critical path: cells and delay by family]
family	cells	cell delay, ns
fa+ha+maj	10	3.62
xor+xnor	6	0.93
buf+inv	6	1.22
simple gates	6	0.66
compound gates	10	1.85
[kinds of logic (layout without fill, tap and decap cells)]
| family | Yosys count | count (layout) | share of synthesized area [%] |
|---|---|---|---|
| adders and majority gates | 222 | 222 | 46.89 |
| xor gates and xnor gates | 107 | 107 | 14.80 |
| AOI/OAI and AO/OA | 119 | 119 | 12.13 |
| buffers and inverters | 115 | 185 | 6.812 |
| other | 1 | 5 | 0.05671 |
| and+or+nand+nor | 223 | 223 | 19.32 |
[area by class of cell]
| type | instances | area share (%) |
|---|---|---|
| Multi-Input combinational cell | 676 | 80.87 |
| Timing Repair Buffer | 83 | 9.806 |
| Tap cell | 275 | 4.413 |
| Inverter | 102 | 4.911 |
No activity file was given, so power comes from the tool's default toggle rates.
